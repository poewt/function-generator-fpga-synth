[/design/flow/config.mk]
export PLATFORM = sky130hd
export DESIGN_NAME = sine_16_gen
export DESIGN_NICKNAME = sine_16_gen
export VERILOG_FILES = /design/flow/design.v
export SDC_FILE = /design/flow/constraint.sdc
export NUM_CORES = 4
export LEC_CHECK = 1
export CORE_AREA = 10 10 70 70
export DIE_AREA = 0 0 80 80
[/design/flow/constraint.sdc]
current_design sine_16_gen

set clk_period 1.5
set clk_io_pct 0.2

create_clock -name clk0 -period $clk_period [get_ports {clk}]

set non_clock_inputs [all_inputs -no_clocks]
set_input_delay [expr $clk_period * $clk_io_pct] -clock clk0 $non_clock_inputs
set_output_delay [expr $clk_period * $clk_io_pct] -clock clk0 [all_outputs]
[/design/flow/design.v]
module sine_16_gen(
    input clk,
    output reg signed [7:0] sine_height
);
    reg [3:0] slice_counter = 0;
    wire [3:0] n = 4'd16;
    reg [7:0] computed_values [15:0];
    initial begin
        computed_values[ 0] = 8'h00;   
        computed_values[ 1] = 8'h38;   
        computed_values[ 2] = 8'h5A;   
        computed_values[ 3] = 8'h73;   
        computed_values[ 4] = 8'h7F;   
        computed_values[ 5] = 8'h73;   
        computed_values[ 6] = 8'h5A;   
        computed_values[ 7] = 8'h38;   
        computed_values[ 8] = 8'h00;   
        computed_values[ 9] = 8'hC8;   
        computed_values[10] = 8'hA6;   
        computed_values[11] = 8'h8D;   
        computed_values[12] = 8'h81;   
        computed_values[13] = 8'h8D;   
        computed_values[14] = 8'hA6;   
        computed_values[15] = 8'hC8;   
    end
    always @(posedge clk) begin
        if (slice_counter < n-1)
            slice_counter <= slice_counter + 1;
        else
            slice_counter <= 0;
        sine_height <= computed_values[slice_counter];
    end
endmodule
[/design/flow/run.sh]
#!/bin/bash
# OpenROAD 26Q1-2900-gdf79404cd8, Yosys 0.63+post, stock flow scripts
make -C /OpenROAD-flow-scripts/flow DESIGN_CONFIG=/design/flow/config.mk WORK_HOME=/design/flow/orfs finish
==> results.py <==
# Metrics from the implementation run
metrics = {
    "finish": {
        "fillers": 388,
        "final_cells": 102,
        "drive_gt1_share_pct": 17.9,
        "area_growth_pct": 28.7,
    },
    "final_timing": {
        "fin_crit_sh_pct": 93.2,
        "fmax_mhz": 715,
        "setup-violations-final": 0,
        "slew_violations": 0,
        "tightest_slew_ns": 0.422,
        "hold_viol_final": 0,
        "rsz0062_at_grt": "false",
        "worst_slack_ns": 0.102,
        "maxSlewHeadroom_pct": 71.8,
        "finClkSkew_ns": 0.00452,
        "tns_ns": 0,
        "min_period_ns": 1.40,
    },
    "worst_setup_path": {
        "r2r-start": "slice_counter[1]$_DFF_P_",
        "r2r-end": "sine_height[6]$_DFF_P_",
        "crit_path_start_kind": "flop",
        "slowest_delay_ns": 0.51,
        "worst-endpoint-required_ns": 1.64,
        "crit_slowest_cell": "dfxtp_1",
        "cp_max_fo": 10,
        "end_kind": "flop",
        "crit_family": "flip-flops",
        "crit_arrival_ns": 1.54,
        "r2r_slack_ns": 0.10,
        "critical_path_class": "reg -> reg",
        "crit_buf_inv": 1,
        "crit_path_cell_trace": "inv_1, ha_1, mux4_2",
        "rr_worst_depth": 3,
    },
    "cts": {
        "cts_buffer_depth": 2,
        "cts_buffers": 3,
        "post-cts-setup-buffers": 0,
        "htree_levels": 1,
        "clock_latency_ns": 0.26,
        "cts.sinks": 12,
        "path_clk_slew_ns": 0.07,
        "hold_buffers": 0,
        "cts_tree": "done",
        "cts-root-buf": "clkbuf_4",
        "cts-resized-gates": 0,
    },
    "min_path": {
        "hold_class": "reg -> reg",
        "hold_end": "slice_counter[0]$_DFF_P_",
        "min_path_cells": 1,
        "holdCritStartpoint": "slice_counter[0]$_DFF_P_",
    },
    "floorplan": {
        "coreArea_sq_mm": 0.00342,
        "die_h_microns": 80,
        "num_rows": 21,
        "ios": 9,
        "die_w_microns": 80,
        "dieArea_sq_mm": 0.00640,
        "fp_util_pct": 15.4,
    },
    "grt": {
        "antenna_found_initial": 0,
        "grt_pass1_vias": 312,
        "grt_overflow_total": 0,
        "grt_max_degree": 12,
        "grt_use_total_pct": 2.59,
        "grt_pass1_wl_microns": 1350,
    },
    "placed_design": {
        "gp_congestion": 0.777,
        "placedCellCount": 99,
        "portBuffers": 8,
        "place_ws_ns": 0.103,
        "dp.final_hpwl_microns": 604,
    },
    "pwr": {
        "power.leakage_nw": 0.257,
        "p_per_area_mw_per_mm2": 743,
        "peakVddDrop_mv": 0.155,
    },
    "routing": {
        "num_vias": 319,
        "drt_iter0_drc": 5,
        "firstDrtPassIters": 3,
        "drt-total-wl_microns": 788,
        "ant_nets": 0,
        "avgRoutedWirePerCell_microns": 7.73,
        "drt-vias-per-instance": 3.13,
        "route.detailed.drc": 0,
        "diodes": 0,
    },
    "synth": {
        "synth_cell_types": 18,
        "syn_area_per_cell_sq_um": 11.5,
        "netlist_area_sq_um": 527,
        "async_flop_share_pct": 0,
        "netlist_top_cells_count": "12 x dfxtp_1, 7 x ha_1",
        "edf_count": 0,
        "ys_ff": 12,
        "synth.most_common_cell": "dfxtp_1",
        "yosysTopAreaCellShare_pct": 45.6,
        "ys_seq_share_pct": 45.6,
        "synthCells": 46,
        "ys_warn_count": 2,
        "yosys.area.top_type": "dfxtp_1",
        "ys_cells": 46,
        "yosys_area_sq_um": 527,
        "ff_type": "dfxtp_1",
        "topCellsByArea": "dfxtp_1 46%, ha_1 17%, o31ai_2 7.1%",
    },
    "flow_run": {
        "warning_count": 31,
        "maxCapViolations": 0,
    },
    "outcome": {
        "status": "completed",
    },
}
cell families after synthesis:
kind of cell	count (synthesis)	share of synthesized area (%)
XOR/XNOR	2	3.33
adder cells (fa/ha/maj)	7	16.6
AND-OR/OR-AND	5	9.50
multiplexers	4	9.98
buffers and inverters	6	5.94
AND/OR/NAND/NOR	10	9.03
flip-flops	12	45.6
flip-flops by register name, summed over array words and instances, names as in the netlist:
name and cells:
sine_height 8, slice_counter 4
how the worst max path moves through the flow:
stage / start / end / slack [ns] / depth (start not counted)
CTS: slice_counter[1]$_DFF_P_ / sine_height[6]$_DFF_P_ / 0.09 / 3
global route: slice_counter[1]$_DFF_P_ / sine_height[6]$_DFF_P_ / 0.01 / 3
finish: slice_counter[1]$_DFF_P_ / sine_height[6]$_DFF_P_ / 0.10 / 3
through the flow:
stage | power, W | utilization (%) | instance area [sq um] | hold WS [ns]
after detailed placement | 0.000326 | 19.2 | 656 | 0.567
after global placement | 0.000326 | 19.2 | 656 | 0.572
after global routing | 0.000531 | 19.9 | 678 | 0.639
after CTS | 0.000516 | 19.9 | 678 | 0.585
final | 0.000504 | 19.9 | 678 | 0.587
after floorplan | 0.000326 | - | 527 | 0.511
layout by cell type, fill, tap and decap left out, drive strengths merged, types with 3 or more instances in the layout:
master         netlist  routed
and2                 3       3
clkbuf               0       3
clkdlybuf4s50        0       8
dfxtp               12      12
ha                   7       7
inv                  4       4
mux2i                3       3
nand2                3       3
nor2                 3       3
o31ai                3       3
area by class of cell:
class                           count  area (sq um)  area share [%]
Inverter                            4          15.0            2.21
Sequential cell                    12           240            35.4
Clock buffer                        3          22.5            3.32
Multi-Input combinational cell     28           255            37.6
Tap cell                           46          57.6            8.49
Timing Repair Buffer                9          87.6            12.9
power breakdown:
part	internal, W	total [W]	switching, W
sequential	0.000318	0.000318	0
clock	0.0000926	0.000186	0.0000929
combinational	0	0.000000000146	0
total	0.000411	0.000504	0.0000929
layer usage:
metal | wire length (microns) | GRT usage, %
met4 | 0 | 0.704
met5 | 0 | 0
met3 | 113 | 1.82
met2 | 303 | 3.61
met1 | 371 | 3.12
Power is estimated from default activity; no workload was simulated.
