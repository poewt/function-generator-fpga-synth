--- /design/flow/run.sh ---
#!/bin/bash
# OpenROAD 26Q1-2900-gdf79404cd8, Yosys 0.63+post, stock flow scripts
make -C /OpenROAD-flow-scripts/flow DESIGN_CONFIG=/design/flow/config.mk WORK_HOME=/design/flow/orfs finish
--- /design/flow/config.mk ---
export PLATFORM = sky130hd
export DESIGN_NAME = sine_8_gen
export DESIGN_NICKNAME = sine_8_gen
export VERILOG_FILES = /design/flow/design.v
export SDC_FILE = /design/flow/constraint.sdc
export NUM_CORES = 4
export LEC_CHECK = 1
export CORE_AREA = 10 10 70 70
export DIE_AREA = 0 0 80 80
--- /design/flow/constraint.sdc ---
current_design sine_8_gen

set clk_period 1.0
set clk_io_pct 0.2

create_clock -name clk0 -period $clk_period [get_ports {clk}]

set non_clock_inputs [all_inputs -no_clocks]
set_input_delay [expr $clk_period * $clk_io_pct] -clock clk0 $non_clock_inputs
set_output_delay [expr $clk_period * $clk_io_pct] -clock clk0 [all_outputs]
--- /design/flow/design.v ---
module sine_8_gen(
    input clk,
    output reg signed [7:0] sine_height
);
    reg [3:0] slice_counter = 0;
    wire [3:0] n = 4'd8;
    reg signed [7:0] computed_values [7:0];
    initial begin
        computed_values[0] = 8'h00;
        computed_values[1] = 8'h5A;
        computed_values[2] = 8'h7F;
        computed_values[3] = 8'h5A;
        computed_values[4] = 8'h00;
        computed_values[5] = 8'hA6;
        computed_values[6] = 8'h81;
        computed_values[7] = 8'hA6;
    end
    always @(posedge clk) begin
        if (slice_counter < n-1)
            slice_counter <= slice_counter + 1;
        else
            slice_counter <= 0;
        sine_height <= computed_values[slice_counter];
    end
endmodule
==> summary.txt <==
yosys + openroad results -> tool warnings 27, WP data arrival 1.09 ns, First-pass DRT Iterations 2, overall power about 0.00062 W, Seq cells post-synth 9, Crit Path Max Fanout 4, Syn Inst Count 29, ant diodes 0, Crit. End Element flop, RSZ-0062 raised after global routing no, chip height about 80 µm, Cell Type Count 14, sequential power share between 50 and 60%, yosys cell count 29, status finished, final reports clean, leakage between 0.15 and 0.2 nW, via count between 200 and 250, Tmin final 0.954 ns, CTS HTree Levels 1, GR Util All Layers roughly 1.4%, worst clock skew between 0.002 and 0.003 ns, HP Class flop to flop, Sw Ratio between 10% and 20%, Seq share, synth 53.9%, peak supply drop approximately 0.28 mV, largest net degree at the start of global routing 6, final setup TNS 0 ns, Worst Setup Start Kind flop, Hold Fails Final Rpt 0, Worst Path Required around 1.1 ns, met3 usage about 1.3%, largest stage delay on the critical path 0.35 ns, Psw ~0.00011 W, WL/cell ~5.5 µm, clk slew on worst S/H paths approximately 0.060 ns, Antenna Violating Nets Remaining 0, layout cells sized above 1 33.3%, gp weighted congestion a little over 0.7, Late-Pin Clk Latency around 0.25 ns, met2 Use GR about 1.8%, CTS tree yes, yosys synthesis chip area about 330 µm², Crit path max-delay family flip-flops, I/O pins 9, setup violators final 0, initial drt markers 10, Power Density approximately 1300 nW/µm², WS Path Type flop to flop, total global routing overflow 0, die outline width ~80 µm, Clk pwr share 42.3%, Fillers 388, Fmax ~1.0 GHz, port buffer count 8, hold slack around 0.43 ns, CORE AREA ~3400 µm², yosys warns 1, clk sinks 9, Vias/cell approximately 2.5, Area growth syn-to-layout 46.4%, antenna violations before repair 0, Int Power 0.000511 W, busiest grt layer met2, clock buffer depth 2, Finished Core Util between 10 and 15%, drt drc 0, relative slew slack a little under nine tenths, Avg Inst Size Synth 11.5 µm², fin crit share about 95%, CP Cell Sequence inv_2 -> ha_2 -> mux2_4, Worst Max-Slew Pin Slew between 0.2 and 0.25 ns, DIE AREA between 6000 and 7000 µm², met1 Track Usage GR under 10%, Max Slew Vio Count 0, FP Util 9.78%, cell chosen for the clock root clkbuf_4, Buf/Inv on CP 1, row cnt 21, vias in the first global route about 200, global-route wire length before repair about 760 µm, synthesized area 334 µm², Comb pwr share 0%, Max-cap violations 0, routed wire length 468 µm, slowest CP cell dfxtp_2, CTS Buf Count 3, Final HPWL DP 391 µm
[metal layers]
metal	wire length, µm	share of wire [%]	vias up
li1	-	-	109
met1	176	38	87
met2	148	32	13
met3	116	25	2
met4	27	5.8	0
met5	0	0	-
[flip-flops by register name (all words and copies together), names as in the netlist]
register       count
slice_counter      4
sine_height        5
[cells by family (layout without fill, tap and decap cells)]
| group | after synthesis | after routing | share of synthesized area, % |
|---|---|---|---|
| flops | 9 | 9 | 53.9 |
| simple gates | 7 | 7 | 10.9 |
| buf+inv | 6 | 16 | 12.4 |
| fa+ha+maj | 3 | 3 | 11.2 |
| mux | 2 | 2 | 7.49 |
| compound gates | 1 | 1 | 1.50 |
| xor+xnor | 1 | 1 | 2.62 |
[power groups by stage]
stage     Clock [W]  Sequential (W)  Combinational (W)
4_1_cts    0.000274        0.000358     0.000000000113
6_report   0.000262        0.000359    0.0000000000959
5_1_grt    0.000296        0.000358    0.0000000000959
[cells in the mapped netlist]
master	number	area share, %
nand3_1	1	1.5
inv_1	2	2.2
mux2_4	1	4.5
xnor2_1	1	2.6
nor3_1	1	1.5
nor2_1	2	2.2
a21oi_1	1	1.5
buf_4	3	6.7
dfxtp_1	9	54
buf_6	1	3.4
nor2b_1	1	1.9
mux2i_1	1	3.0
and2_1	2	3.7
ha_1	3	11
[cell usage in the layout, fill, tap and decap left out, types with 2 or more instances in the layout]
cell type / count
clkdlybuf4s15_1: 8
dfxtp_1: 5
dfxtp_2: 4
clkbuf_4: 3
nor2_1: 2
and2_1: 2
ha_2: 2
buf_4: 2
[cell type report]
class                   instances  area (µm²)  area share [%]
inverters                       2        7.51            1.53
repair buffers                 10        95.1            19.4
multi-input cells              14         118            24.0
well taps                      46        57.6            11.8
clock buffers                   4        26.3            5.37
flip-flops and latches          9         185            37.9
[stage by stage]
stage               cells  setup WS (ns)  cell area [µm²]
finish                 85         0.0459              489
global route           85        0.00168              489
CTS                    85         0.0179              479
detailed placement     81        -0.0324              453
global placement       81        -0.0144              453
floorplan              29        0.00719              334
[worst reg2reg max path, stage by stage, from the launching register on]
cell	delay [ns]
dfxtp_2	0.35
inv_2	0.05
ha_2	0.18
mux2_4	0.26
[what timing repair did]
action                     4_1_cts  5_1_grt
hold endpoints to repair         0        0
resized                         17        6
setup buffers                    0        0
setup endpoints to repair        9        6
hold buffers                     0        0
[worst paths after layout]
kind | slack [ns] | end | from | cells after the start
max reg2reg | 0.05 | sine_height[5] | slice_counter[0] | 3
min reg2reg | 0.43 | slice_counter[2] | slice_counter[3] | 1
min | 0.43 | slice_counter[2] | slice_counter[3] | 1
max | 0.05 | sine_height[5] | slice_counter[0] | 3
No activity file was given, so power comes from the tool's default toggle rates.
